===== /design/flow/config.mk =====
export PLATFORM = sky130hd
export DESIGN_NAME = primitive_sr_bram
export DESIGN_NICKNAME = primitive_sr_bram
export VERILOG_FILES = /design/flow/design.v
export SDC_FILE = /design/flow/constraint.sdc
export NUM_CORES = 4
export LEC_CHECK = 1
export CORE_UTILIZATION = 30

===== /design/flow/constraint.sdc =====
current_design primitive_sr_bram

set clk_period 4.1
set clk_io_pct 0.2

create_clock -name clk0 -period $clk_period [get_ports {i_EMUCLK}]

set non_clock_inputs [all_inputs -no_clocks]
set_input_delay [expr $clk_period * $clk_io_pct] -clock clk0 $non_clock_inputs
set_output_delay [expr $clk_period * $clk_io_pct] -clock clk0 [all_outputs]

===== /design/flow/design.v =====
module primitive_srlatch (
    input   wire            i_S,
    input   wire            i_R,
    output  reg             o_Q
);
always @(*) begin
    case({i_S, i_R})
        2'b00: o_Q = o_Q;
        2'b01: o_Q = 1'b0;
        2'b10: o_Q = 1'b1;
        2'b11: o_Q = 1'b0;  
    endcase
end
endmodule
module primitive_dlatch #(parameter WIDTH = 8 ) (
    input   wire                    i_EN,
    input   wire    [WIDTH-1:0]     i_D,
    output  reg     [WIDTH-1:0]     o_Q
);
always @(*) begin
    if(i_EN) o_Q = i_D;
    else o_Q = o_Q;
end
endmodule
module primitive_syncsrlatch (
    input   wire            i_EMUCLK,
    input   wire            i_RST_n,
    input   wire            i_S,
    input   wire            i_R,
    output  reg             o_Q
);
always @(posedge i_EMUCLK) begin
    if(!i_RST_n) o_Q <= 1'b0;
    else begin
        case({i_S, i_R})
            2'b00: o_Q <= o_Q;
            2'b01: o_Q <= 1'b0;
            2'b10: o_Q <= 1'b1;
            2'b11: o_Q <= 1'b0;  
        endcase
    end
end
endmodule
module primitive_syncdlatch #(parameter WIDTH = 8 ) (
    input   wire                    i_EMUCLK,
    input   wire                    i_RST_n,
    input   wire                    i_EN,
    input   wire    [WIDTH-1:0]     i_D,
    output  reg     [WIDTH-1:0]     o_Q
);
always @(posedge i_EMUCLK) begin
    if(!i_RST_n) o_Q <= {WIDTH{1'b0}};
    else begin
        if(i_EN) o_Q <= i_D;
        else o_Q <= o_Q;
    end
end
endmodule
module primitive_counter #(parameter WIDTH = 4 ) (
    input   wire                    i_EMUCLK,
    input   wire                    i_PCEN_n,
    input   wire                    i_NCEN_n,
    input   wire                    i_CNT,
    input   wire                    i_LD,
    input   wire                    i_RST,
    input   wire    [WIDTH-1:0]     i_D,
    output  wire    [WIDTH-1:0]     o_Q,
    output  wire                    o_CO
);
localparam COUNTER_MAX = (2**WIDTH) - 1;
reg     [WIDTH-1:0]     counter;
reg                     counter_full;
always @(posedge i_EMUCLK) begin
    if(!i_PCEN_n) begin
        if(i_RST) counter <= {WIDTH{1'b0}};
        else begin
            if(i_LD) counter <= i_D;
            else begin
                if(i_CNT) begin
                    counter <= (counter == COUNTER_MAX) ? {WIDTH{1'b0}} : counter + {{(WIDTH - 1){1'b0}}, 1'b1};
                end
            end
        end
    end
    if(!i_NCEN_n) begin
        counter_full <= counter == COUNTER_MAX;
    end
end
assign  o_CO = counter_full & i_CNT;
assign  o_Q = counter;
endmodule
module primitive_sr #(parameter WIDTH = 1, parameter LENGTH = 32, parameter TAP = 32 ) (
    input   wire                    i_EMUCLK,
    input   wire                    i_CEN_n, 
    input   wire    [WIDTH-1:0]     i_D,
    output  wire    [WIDTH-1:0]     o_Q_TAP,
    output  wire    [WIDTH-1:0]     o_Q_LAST
);
reg     [WIDTH-1:0]     sr[0:LENGTH-1];
always @(posedge i_EMUCLK) begin
    if(!i_CEN_n) begin
        sr[0] <= i_D;
    end
end
genvar stage;
generate
for(stage = 0; stage < LENGTH-1; stage = stage + 1) begin : primitive_sr
    always @(posedge i_EMUCLK) if(!i_CEN_n) begin
        sr[stage + 1] <= sr[stage];
    end
end
endgenerate
assign  o_Q_LAST = sr[LENGTH-1];
assign  o_Q_TAP = (TAP == 0) ? i_D : sr[TAP-1];
endmodule
module primitive_sr_bram #(parameter WIDTH = 1, parameter LENGTH = 32, parameter TAP = 32 ) (
    input   wire                    i_EMUCLK,
    input   wire                    i_CEN_n,
    input   wire                    i_CNTRRST,
    input   wire                    i_WR,
    input   wire    [WIDTH-1:0]     i_D,
    output  reg     [WIDTH-1:0]     o_Q_TAP
);
function integer length_bin (input integer length); 
    integer iter;
begin
    iter = 0;
    while(2**iter < length) begin
        iter = iter + 1;
    end
    length_bin = iter;
end
endfunction
localparam  LENGTH_BIN = length_bin(LENGTH);
localparam  WRCNTR_INIT = 0;
localparam  RDCNTR_INIT = {LENGTH - (TAP - 1)};
reg     [LENGTH_BIN-1:0]    wrcntr;
reg     [LENGTH_BIN-1:0]    rdcntr;
always @(posedge i_EMUCLK) if(!i_CEN_n) begin
    if(i_CNTRRST) begin
        wrcntr <= WRCNTR_INIT[LENGTH_BIN-1:0];
        rdcntr <= RDCNTR_INIT[LENGTH_BIN-1:0];
    end
    else begin
        wrcntr <= (wrcntr < LENGTH - 1) ? wrcntr + {{(LENGTH_BIN - 1){1'b0}}, 1'b1} : {LENGTH_BIN{1'b0}};  
        rdcntr <= (rdcntr < LENGTH - 1) ? rdcntr + {{(LENGTH_BIN - 1){1'b0}}, 1'b1} : {LENGTH_BIN{1'b0}};
    end
end
reg     [WIDTH-1:0]     sr_bram[0:LENGTH-1];
integer i;
initial begin
    for(i=0; i<LENGTH; i=i+1) sr_bram[i] = {WIDTH{1'b0}};
end
always @(posedge i_EMUCLK) if(!i_CEN_n) begin
    if(i_WR) sr_bram[wrcntr] <= i_D;
end
always @(posedge i_EMUCLK) if(!i_CEN_n) begin
    o_Q_TAP <= sr_bram[rdcntr];
end
endmodule

===== /design/flow/run.sh =====
#!/bin/bash
# OpenROAD 26Q1-2900-gdf79404cd8, Yosys 0.63+post, stock flow scripts
make -C /OpenROAD-flow-scripts/flow DESIGN_CONFIG=/design/flow/config.mk WORK_HOME=/design/flow/orfs finish

==> load_flow_metrics.sql <==
-- flow metrics import
INSERT INTO impl_metrics (metric_group, metric, value, unit) VALUES
('min_path', 'hold_path.class', 'flop to flop', ''),
('timing', 'period_needed', '2.001', 'ns'),
('worst_setup_path', 'max_fanout_on_critical_path', '8', ''),
('timing', 'final_report_hold_violation_count', '0', ''),
('detailed_routing', 'detailroute.wirelength.met3', '295', 'µm'),
('logic_synthesis', 'largest_cells_by_area_after_synthesis', 'edfxtp_1 63%, nor2_1 8.2%, mux2i_1 7.8%, ha_1 3.0%, nand3_1 2.9%', ''),
('logic_synthesis', 'post_synth_num_cell_types', '23', ''),
('detailed_routing', 'drt_pass1_iterations', '4', ''),
('logic_synthesis', 'synthFlopType', 'edfxtp_1', ''),
('timing', 'layout_worst_path_cycle_share', '48.82', '%'),
('detailed_routing', 'ant_nets', '0', ''),
('logic_synthesis', 'synthesized_area_fraction_occupied_by_and_or_nand_nor_cells', '17.05', '%'),
('global_routing', 'grt_usage', '11.04', '%'),
('detailed_routing', 'via_count', '1243', ''),
('timing', 'fmax', '499.6', 'MHz'),
('logic_synthesis', 'postSynthAreaPerCell', '12.01', 'µm²'),
('global_routing', 'pin_count_of_the_biggest_net_entering_global_routing', '33', ''),
('worst_setup_path', 'crit_path_start_kind', 'primary input', ''),
('global_routing', 'overflow', '0', ''),
('timing', 'skew', '0.005439', 'ns'),
('logic_synthesis', 'yosysChipArea', '2054', 'µm²'),
('logic_synthesis', 'ys_warn_count', '1', ''),
('logic_synthesis', 'proportion_of_register_bits_with_asynchronous_set_or_reset_after_synthesis', '0', '%'),
('timing', 'maxSlewHeadroom', '68.83', '%'),
('worst_setup_path', 'timing.rr.start', 'rdcntr[0]$_SDFFCE_PP1N_', ''),
('die', 'floorplan.core_area', '6495', 'µm²'),
('worst_setup_path', 'endpoint', 'sr_bram[12]$_DFFE_PP_', ''),
('die', 'core_util_floorplan', '31.63', '%'),
('global_routing', 'grt_pass1_wl', '5837', 'µm'),
('detailed_routing', 'finalWirelength', '3544', 'µm'),
('detailed_routing', 'detailedRoute.firstIterationViolations', '65', ''),
('logic_synthesis', 'yosys.area_share.adder', '3.045', '%'),
('clocking', 'clock_tree.htree_level_count', '2', ''),
('global_routing', 'number_of_antenna_violations_at_the_first_check_in_global_routing', '0', ''),
('detailed_routing', 'avgRoutedWirePerCell', '13.90', 'µm'),
('placement', 'placed_wire_length_estimate_after_detailed_placement', '2278', 'µm'),
('logic_synthesis', 'post_synth_mux_area_share', '7.795', '%'),
('timing', 'finalSetupViolCount', '0', ''),
('logic_synthesis', 'synth.yosys.seq_area_share', '62.85', '%'),
('die', 'fp-row-count', '29', ''),
('clocking', 'post_cts.resized_instances', '0', ''),
('timing', 'slew_violations', '0', ''),
('outcome', 'run_status', 'finished clean', ''),
('power_and_ir_drop', 'peakVddDrop', '0.2112', 'mV'),
('die', 'die_area', '7183', 'µm²'),
('clocking', 'hold_buffers', '0', ''),
('worst_setup_path', 'worstReg2RegEnd', 'o_Q_TAP$_DFFE_PN_', ''),
('worst_setup_path', 'setup.worst_path.end_class', 'flop', ''),
('detailed_routing', 'insertedDiodeCount', '0', ''),
('clocking', 'cts_tree', 'built', ''),
('clocking', 'clk_pin_slew_worst_setup_hold_paths', '0.07', 'ns'),
('placement', 'port_buffers', '5', ''),
('clocking', 'clock_network_latency_to_the_later_pin_of_the_worst_skew_pair', '0.29', 'ns'),
('layout', 'layoutNonFillerInstCount', '255', ''),
('layout', 'flow.area_growth_from_synthesis', '9.988', '%'),
('worst_setup_path', 'cp.arrival', '1.99', 'ns'),
('logic_synthesis', 'largest_area_cell', 'edfxtp_1', ''),
('clocking', 'cts.root.buffer_cell', 'clkbuf_8', ''),
('clocking', 'post_cts.repair.setup_buffers', '0', ''),
('worst_setup_path', 'worstSetupPathType', 'primary input to flop', ''),
('clocking', 'clock-sinks', '43', ''),
('power_and_ir_drop', 'total_power', '888.9', 'µW'),
('die', 'floorplan.die.width', '84.76', 'µm'),
('layout', 'number_of_fillers_in_the_final_layout', '627', ''),
('placement', 'finalWeightedCongestion', '0.8292', ''),
('logic_synthesis', 'yosys-stat-cells', '171', ''),
('clocking', 'cts_max_path_buffers', '2', ''),
('timing', 'tightest_slew', '0.4671', 'ns'),
('job', 'maxCapViolCount', '0', ''),
('die', 'boundaryPins', '6', ''),
('detailed_routing', 'route.detailed.drc', '0', '');
flip-flops by register name, summed over array words and instances (netlist names):
signal / count
rdcntr: 5
wrcntr: 5
o_Q_TAP: 1
sr_bram: 32
through the flow:
step	instance area, µm²	setup WS (ns)	utilization (%)	hold slack, ns
3_3_place_gp	2157	1.786	33.21	0.6780
5_1_grt	2260	1.965	34.79	0.7292
3_5_place_dp	2157	1.780	33.21	0.6852
6_report	2260	2.099	34.79	0.6869
4_1_cts	2260	2.099	34.79	0.6965
2_1_floorplan	2054	2.473	-	0.6203
where the power goes:
part	leakage (µW)	internal, µW	switching (µW)	total, µW
clock network	0.0000513	178	133	311
logic	0.000333	28.0	39.2	67.2
registers	0.000399	496	14.7	511
total	0.000783	702	186	889
cell usage in the layout, fill, tap and decap left out:
cell / count
bufinv_16: 1
clkdlybuf4s50_1: 5
or3_1: 1
clkbuf_8: 5
mux2i_1: 16
buf_4: 2
nor2_1: 45
clkbuf_1: 1
nor2b_1: 3
a22oi_1: 3
nand4_1: 2
ha_1: 5
xor2_1: 4
inv_1: 5
nand3_1: 12
edfxtp_1: 43
nand2_1: 11
nand3b_1: 3
a211oi_1: 1
xnor2_1: 2
a21oi_1: 3
o21bai_1: 2
nand2b_1: 2
or2b_1: 1
synthesized netlist by cell type, drive strengths merged, types with 2 or more instances:
cell and instances:
a21oi 3, a22oi 3, buf 7, edfxtp 43, ha 5, inv 5
mux2i 16, nand2 11, nand2b 2, nand3 12, nand3b 3, nand4 2
nor2 45, nor2b 3, o21bai 2, xnor2 2, xor2 4
metal layers:
metal  vias up  global-route usage, %
met2        41                  15.89
met3         6                  2.988
li1        611                      -
met1       585                  17.91
met4         0                  2.311
met5         -                      0
worst min-delay path by stage:
stage | from | end | cells after the start
after CTS | wrcntr[0]$_SDFFCE_PP0N_ | wrcntr[0]$_SDFFCE_PP0N_ | 1
after global routing | wrcntr[0]$_SDFFCE_PP0N_ | wrcntr[0]$_SDFFCE_PP0N_ | 1
final | wrcntr[0]$_SDFFCE_PP0N_ | wrcntr[0]$_SDFFCE_PP0N_ | 1
worst max-delay path: stages:
cell and delay (ns):
clkdlybuf4s50_1 0.44, nor2b_1 0.24, nand2_1 0.27, nor2_1 0.22
layout make-up:
cell class	instances	area (µm²)	area share [%]
Clock buffer	6	72.57	3.212
Clock inverter	1	30.03	1.329
Inverter	5	18.77	0.8306
Multi-Input combinational cell	116	685.7	30.34
Sequential cell	43	1291	57.14
Tap cell	77	96.34	4.264
Timing Repair Buffer	7	65.06	2.879
logic make-up after synthesis:
| family | count (synthesis) |
|---|---|
| mux | 16 |
| xor+xnor | 6 |
| compound gates | 9 |
| simple gates | 80 |
| flops | 43 |
| buf+inv | 12 |
| fa+ha+maj | 5 |
Power figures rest on the tool's default switching activity, not on a simulated workload.
